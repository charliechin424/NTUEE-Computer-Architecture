==> design/flow/run.sh <==
#!/bin/bash
# OpenROAD 26Q1-2900-gdf79404cd8, Yosys 0.63+post, stock flow scripts
make -C /OpenROAD-flow-scripts/flow DESIGN_CONFIG=/design/flow/config.mk WORK_HOME=/design/flow/orfs finish
==> design/flow/config.mk <==
export PLATFORM = sky130hd
export DESIGN_NAME = ALU
export DESIGN_NICKNAME = ALU
export VERILOG_FILES = /design/flow/design.v
export SDC_FILE = /design/flow/constraint.sdc
export NUM_CORES = 4
export LEC_CHECK = 1
export CORE_UTILIZATION = 40
==> design/flow/constraint.sdc <==
current_design ALU

set clk_period 15.4
set clk_io_pct 0.2

create_clock -name clk0 -period $clk_period [get_ports {i_clk}]

set non_clock_inputs [all_inputs -no_clocks]
set_input_delay [expr $clk_period * $clk_io_pct] -clock clk0 $non_clock_inputs
set_output_delay [expr $clk_period * $clk_io_pct] -clock clk0 [all_outputs]
==> design/flow/design.v <==
module ALU #(
    parameter DATA_W = 32
)
(
    input                       i_clk,    
    input                       i_rst_n,  
    input                       i_valid,  
    input [DATA_W - 1 : 0]      i_A,      
    input [DATA_W - 1 : 0]      i_B,      
    input [         2 : 0]      i_inst,   
    output [2*DATA_W - 1 : 0]   o_data,   
    output                      o_done    
);
    parameter S_IDLE           = 2'd0;
    parameter S_ONE_CYCLE_OP   = 2'd1;
    parameter S_MULTI_CYCLE_OP = 2'd2;
    parameter ADD  = 3'd0;
    parameter SUB  = 3'd1;
    parameter AND  = 3'd2;
    parameter OR   = 3'd3;
    parameter SLT  = 3'd4;
    parameter SRA  = 3'd5;
    parameter MUL  = 3'd6;
    parameter DIV  = 3'd7;
    reg done, done_nxt;
    reg [2*DATA_W - 1 : 0] shift_register, shift_register_nxt;
    reg [4:0] counter , counter_nxt;
    reg [32:0] alu_out;
    reg div_control;
    reg  [1: 0] state, state_nxt;  
    reg  [DATA_W-1: 0] operand_a, operand_a_nxt;
    reg  [DATA_W-1: 0] operand_b, operand_b_nxt;
    reg  [2: 0] inst, inst_nxt;
    assign o_done = done;
    assign o_data = shift_register;
    always @(*) begin
        if (i_valid) begin
            operand_a_nxt = i_A;
            operand_b_nxt = i_B;
            inst_nxt      = i_inst;
        end
        else begin
            operand_a_nxt = operand_a;
            operand_b_nxt = operand_b;
            inst_nxt      = inst;
        end
    end
    always @(*) begin
        case(state)
            S_IDLE: begin
                if (i_valid) begin
                    if (i_inst <= 3'd5) begin
                        state_nxt = S_ONE_CYCLE_OP;
                    end else begin
                        state_nxt = S_MULTI_CYCLE_OP;
                    end
                end else begin
                    state_nxt = S_IDLE;
                end
            end
            S_ONE_CYCLE_OP: begin
                state_nxt = S_IDLE;
            end
            S_MULTI_CYCLE_OP: begin
                if (counter == 5'd31) begin
                    state_nxt = S_IDLE;
                end else begin
                    state_nxt = state;
                end
            end
            default : state_nxt = state;
        endcase
    end
    always @(*) begin
        if (state == S_MULTI_CYCLE_OP) begin
            counter_nxt = counter + 1'b1;
        end else begin
            counter_nxt = 5'b0;
        end
    end
    always @(*) begin
        div_control = 1'b0;
        alu_out = 33'd0;
        case(state)
            S_ONE_CYCLE_OP: begin
                div_control = 1'b0;
                if (inst == ADD) begin
                    alu_out = $signed(shift_register[31:0]) + $signed(operand_b);
                    if ($signed(shift_register[31:0]) > 0 && $signed(operand_b) > 0 && $signed(alu_out[31:0]) < 0) begin
                        alu_out[31:0] = {1'b0, {31{1'b1}}};
                    end else if ($signed(shift_register[31:0]) < 0 && $signed(operand_b) < 0 && $signed(alu_out[31:0]) > 0) begin
                        alu_out[31:0] = {1'b1, {31{1'b0}}};
                    end else begin
                        alu_out[31:0] = $signed(shift_register[31:0]) + $signed(operand_b);
                    end
                end 
                else if (inst == SUB) begin
                    alu_out = $signed(shift_register[31:0]) - $signed(operand_b);
                    if ($signed(shift_register[31:0]) > 0 && $signed(operand_b) < 0 && $signed(alu_out[31:0]) < 0) begin
                        alu_out[31:0] = {1'b0, {31{1'b1}}};
                    end else if ($signed(shift_register[31:0]) < 0 && $signed(operand_b) > 0 && $signed(alu_out[31:0]) > 0) begin
                        alu_out[31:0] = {1'b1, {31{1'b0}}};
                    end else begin
                        alu_out[31:0] = $signed(shift_register[31:0]) - $signed(operand_b);
                    end 
                end 
                else if (inst == AND) begin
                    alu_out[31:0] = shift_register[31:0] & operand_b;
                end 
                else if (inst == OR) begin
                    alu_out[31:0] = shift_register[31:0] | operand_b;
                end 
                else if (inst == SLT) begin
                    if ($signed(shift_register[31:0]) < $signed(operand_b)) begin
                        alu_out = 33'd1;
                    end else begin
                        alu_out = 33'd0;
                    end
                end
                else begin
                    alu_out[31:0] = $signed(shift_register[31:0]) >>> operand_b;
                end
            end
            S_MULTI_CYCLE_OP: begin
                if (inst == MUL) begin
                    div_control = 1'b0;
                    if (shift_register[0] == 1'b1) begin
                        alu_out = shift_register[63:32] + operand_b;
                    end else begin
                        alu_out = shift_register[63:32];
                    end
                end
                else begin
                    div_control = shift_register[63:32] >= operand_b;
                    if (div_control) begin
                        alu_out = shift_register[63:32] - operand_b;
                    end else begin
                        alu_out = shift_register[63:32];
                    end
                end
            end
            default: begin
                div_control = 1'b0;
                alu_out = 33'd0;
            end
        endcase
    end
    always @(*) begin
        case(state) 
            S_ONE_CYCLE_OP: begin
                done_nxt = 1'b1;
            end
            S_MULTI_CYCLE_OP: begin
                if (counter == 31) begin
                    done_nxt = 1'b1;
                end else begin
                    done_nxt = 1'b0;
                end
            end
            default: done_nxt = 1'b0;
        endcase
    end
    always @(*) begin
        shift_register_nxt = shift_register;
        case(state)
            S_IDLE: begin
                if (i_valid) begin
                    if (i_inst == DIV) begin
                        shift_register_nxt[32:1] = i_A;
                    end else begin
                        shift_register_nxt[31:0] = i_A;
                    end
                end else begin
                    shift_register_nxt = 64'd0;
                end
            end
            S_ONE_CYCLE_OP: begin
                shift_register_nxt = {{32{1'b0}}, alu_out[31:0]}; 
            end
            S_MULTI_CYCLE_OP: begin
                if (inst == MUL) begin
                    shift_register_nxt = {alu_out, shift_register[31:1]};
                end else begin
                    if (div_control) begin
                        shift_register_nxt[32:0] = {shift_register[31:0], 1'b1};
                    end else begin
                        shift_register_nxt[32:0] = {shift_register[31:0], 1'b0};
                    end
                    if (counter == 31) begin
                        shift_register_nxt[63:32] = alu_out;
                    end else begin
                        shift_register_nxt[63:33] = alu_out[30:0];
                    end
                end
            end
            default: begin
                shift_register_nxt = shift_register;
            end
        endcase
    end
    always @(posedge i_clk or negedge i_rst_n) begin
        if (!i_rst_n) begin
            state       <= S_IDLE;
            operand_a   <= 32'd0;
            operand_b   <= 32'd0;
            inst        <= 3'd0;
            done        <= 1'b0;
            counter     <= 5'd0;
            shift_register <= 64'd0;
        end else begin
            state       <= state_nxt;
            operand_a   <= operand_a_nxt;
            operand_b   <= operand_b_nxt;
            inst        <= inst_nxt;
            done        <= done_nxt;
            counter     <= counter_nxt;
            shift_register <= shift_register_nxt;
        end
    end
endmodule
==> impl_metrics.ini <==
; yosys + openroad results
[route]
wirelength_um = 97500
route.detailed.drc = 0
diodes = 0
drt-pass1-iter-count = 6
vias = 21800
ant_nets = 0
routedWlPerCell_um = 30.0
drt_iter0_drc = 2692
routed_via_density = 6.72

[setup_path]
worstSetupEndpointType = flip-flop
r2r_start = shift_register[0]
reg2reg_slack_ns = 9.42
critPathKind = reg2reg
reg2reg_to = shift_register[63]
worstPathMaxFanout = 25
rr_worst_depth = 16
cp.arrival_ns = 6.25
cp-start-kind = flip-flop
worstPathRequired_ns = 15.67

[power]
clockPowerShare_pct = 5.3
p_leak_nw = 8.34
pwr-share-comb_pct = 79.8
p_total_mw = 4.36
p_switching_mw = 2.64
seqPwrFrac_pct = 14.9
intPower_mw = 1.72
power_density_nw_per_um2 = 215
p_sw_share_pct = 60.5
peakVddDrop_uv = 83.2

[sta]
period_used_pct = 38.8
slew_headroom_pct = 17.5
worst_pin_slew_ns = 1.21
finalSetupViolCount = 0
skew_ns = 0.00700
slew_viol_final = 0
rsz0062_at_grt = false
fmax_mhz = 167
min_period_ns = 5.98
hold_violations = 0
setup_slack_ns = 9.42
setup_tns_ns = 0

[worst_hold_path]
hp-class = reg2reg
holdPathEnd = counter[0]
hold_path.startpoint = counter[0]
whs_path_depth = 1

[run]
warning_count = 121
cap_violations = 0

[clocking]
htree_levels = 3
post_cts_buffers = 0
cts_tree = yes
cts_root_buffer = clkbuf_16
clkLatencyLatePin_ns = 0.38
ctsHoldBuffers = 0
cts_buffer_depth = 2
cts_num_sinks = 108
cts_resized = 0
clk_pin_slew_worst_paths_ns = 0.08
cts_made_buffers = 9

[placement]
dp_hpwl_um = 78000
io_buffer_count = 134
postPlaceCellArea_sq_um = 20000
dpl.cell_count = 3231
preCtsSetupSlack_ns = 9.59
gp_congestion = 1.10

[global_route]
grt_pass1_wl_um = 142000
antenna_found_initial = 0
track_usage_pct = 42.6
grt_overflow = 0
grt_max_degree = 74
grt_pass1_vias = 20200

[yosys]
top_cells_by_area = dfrtp_1 15%, ha_1 11%, a21oi_1 8.4%, nand2_1 6.7%, o21ai_0 6.5%
synth-main-ff-cell = dfrtp_1
ys_area_sq_um = 18200
ys_cells = 2626
yosys-top-cells-count = 325 x nand2_1, 306 x a21oi_1, 236 x nor2_1, 236 x o21ai_0, 162 x ha_1
synthDominantCellAreaShare_pct = 14.7
syn_area_sq_um = 18200
edf_count = 0
ys_seq_share_pct = 14.9
yosysUniqueCellTypes = 90
async_flop_share_pct = 100
ys.flops = 108
syn_inst = 2626
yosys.area.top_type = dfrtp_1
top_cell = nand2_1
yosysWarnings = 1
avgSynthCellArea_sq_um = 6.92

[die]
chip_area_sq_um = 46300
fp_util_pct = 40.8
core_area_sq_um = 44500
die_w_um = 215
std_cell_rows = 77
ios = 135
die_h_um = 215

[layout]
layout-drive-gt1-share_pct = 5.46
nFillCells = 4608
final_cells = 3246
area_delta_synth_final_pct = 11.6
finish.instance_area_sq_um = 20300

[run_status]
status = finished clean
routing by layer:
metal | wire length (um) | vias up | share of wire (%) | track usage [%]
met5 | 0 | - | 0 | 0
met1 | 39600 | 10300 | 41 | 58.8
met2 | 40900 | 1412 | 42 | 61.1
li1 | - | 9794 | - | -
met3 | 10200 | 277 | 10 | 11.1
met4 | 6820 | 0 | 7.0 | 23.2
layout make-up:
cell class	instances	area [sq um]	area share [%]
Clock buffer	14	254	1.25
Timing Repair Buffer	197	1810	8.91
Multi-Input combinational cell	2194	14200	70.2
Sequential cell	108	2710	13.3
Clock inverter	1	8.76	0.0432
Inverter	140	526	2.59
Tap cell	592	741	3.65
sequential cells by signal, indices dropped and copies added, names as in the netlist:
| name | count |
|---|---|
| shift_register | 64 |
| operand_b | 32 |
| counter | 5 |
| inst | 3 |
| state | 3 |
| done | 1 |
power groups by stage:
stage / clock network, mW / logic [mW] / registers (mW)
finish: 0.233 / 3.48 / 0.649
CTS: 0.236 / 3.36 / 0.635
global route: 0.245 / 3.70 / 0.655
stage by stage:
| stage | util (%) | hold slack, ns |
|---|---|---|
| floorplan | - | 0.425 |
| global placement | 45.0 | 0.440 |
| detailed placement | 45.0 | 0.444 |
| CTS | 45.6 | 0.454 |
| global route | 45.6 | 0.485 |
| finish | 45.6 | 0.453 |
how the worst max path moves through the flow:
stage | slack [ns] | startpoint | end | depth (start not counted)
global route | 9.20 | shift_register[20] | shift_register[21] | 15
finish | 9.42 | shift_register[0] | shift_register[63] | 16
CTS | 9.57 | shift_register[20] | shift_register[19] | 15
worst max-delay path: stages, from the launching register on:
cell	delay, ns
dfrtp_1	0.32
buf_4	0.35
clkinv_1	0.61
ha_1	0.47
fa_1	0.42
or2_4	0.28
a221o_1	0.38
a211oi_2	0.27
a221oi_2	0.15
a311o_1	0.36
a2111o_1	0.47
or4_4	0.51
nor4_4	0.33
a21oi_1	0.22
o221ai_2	0.27
nand2_1	0.11
a221o_1	0.32
cell usage in the layout, fill, tap and decap left out, types with 64 or more instances in the layout:
| cell | Yosys | final |
|---|---|---|
| nand2_1 | 325 | 325 |
| a21oi_1 | 306 | 305 |
| nor2_1 | 236 | 236 |
| o21ai_0 | 236 | 236 |
| ha_1 | 162 | 162 |
| inv_1 | 136 | 136 |
| clkdlybuf4s50_1 | 0 | 132 |
| dfrtp_1 | 107 | 105 |
| nor3_1 | 69 | 68 |
| buf_4 | 1 | 64 |
kinds of logic (layout without fill, tap and decap cells):
family,Yosys count,in the layout,synth area share (%)
AOI/OAI and AO/OA,1034,1034,37.1
xor gates and xnor gates,66,66,3.18
adders and majority gates,166,166,11.6
buffers and inverters,324,352,6.82
DFF,108,108,14.9
muxes,57,57,4.31
and+or+nand+nor,871,871,22.1
No activity file was given, so power comes from the tool's default toggle rates.
